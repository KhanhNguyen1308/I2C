### design/flow/config.mk
export PLATFORM = sky130hd
export DESIGN_NAME = xung
export DESIGN_NICKNAME = xung
export VERILOG_FILES = /design/flow/design.v
export SDC_FILE = /design/flow/constraint.sdc
export NUM_CORES = 4
export LEC_CHECK = 1
export CORE_UTILIZATION = 30
### design/flow/constraint.sdc
current_design xung

set clk_period 4.6
set clk_io_pct 0.2

create_clock -name clk0 -period $clk_period [get_ports {CLOCK_50}]

set non_clock_inputs [all_inputs -no_clocks]
set_input_delay [expr $clk_period * $clk_io_pct] -clock clk0 $non_clock_inputs
set_output_delay [expr $clk_period * $clk_io_pct] -clock clk0 [all_outputs]
### design/flow/design.v
module xung( CLOCK_50,clk,rst, sl);
input CLOCK_50,rst;
input [1:0]sl;
output clk;
reg clk= 1'b0;
integer q=0;
always @(posedge CLOCK_50 or posedge rst) 
begin
if (rst==1) 
	 begin
	    q <=0;
	 end
else  
	begin
	  if(sl == 2'b00)
	    begin
	       q<=q+1;
	       if(q==50)
	       begin
	        q<=0;
	        clk <= ~clk;
	       end
	    end
	  else if(sl == 2'b01)
	    begin
	      q<=q+1;
	       if(q==100)
	       begin
	        q<=0;
	        clk <= ~clk;
	       end
	    end 
	   else if(sl == 2'b10)
	    begin
	      q<=q+1;
	       if(q==5)
	       begin
	        q<=0;
	        clk <= ~clk;
	       end
	    end 
	end 
end
endmodule
### design/flow/run.sh
#!/bin/bash
# OpenROAD 26Q1-2900-gdf79404cd8, Yosys 0.63+post, stock flow scripts
make -C /OpenROAD-flow-scripts/flow DESIGN_CONFIG=/design/flow/config.mk WORK_HOME=/design/flow/orfs finish
==> impl_metrics.env <==
# yosys + openroad results
export IMPL_run_status="finished, final reports clean"
export IMPL_power_total_uw=609
export IMPL_largest_incremental_delay_on_the_critical_path_ps=500
export IMPL_critPathMaxFanout=5
export IMPL_power_frac_seq=0.542
export IMPL_synth_top_cells_by_count="sky130_fd_sc_hd__dfrtp_1, sky130_fd_sc_hd__xnor2_1, sky130_fd_sc_hd__nand2_1"
export IMPL_maxCapViolations=0
export IMPL_synth_cell_type_count=35
export IMPL_finalSetupViolCount=0
export IMPL_cts_setup_buffers=0
export IMPL_finalSetupTns_ps=0
export IMPL_fp_util=0.310
export IMPL_hold_start="q[31]$_DFFE_PP0P_"
export IMPL_power_share_clock=0.334
export IMPL_critical_path_slowest_cell="sky130_fd_sc_hd__nor4_1"
export IMPL_floorplan_die_height_um=77.2
export IMPL_period_needed_ps=2570
export IMPL_global_route_overflow_total=0
export IMPL_logic_area_um2=826
export IMPL_power_per_cell_area_nw_per_um2=321
export IMPL_setup_worst_path_class="primary input to flop"
export IMPL_worstPathRequired_ps=4600
export IMPL_tool_warnings=28
export IMPL_drive_gt1_frac=0.103
export IMPL_yosys_register_bits=33
export IMPL_hpwlAfterDp_um=2110
export IMPL_antenna_cells_inserted=0
export IMPL_via_count=1168
export IMPL_mapped_area_um2=1700
export IMPL_number_of_global_route_vias_before_repair=1115
export IMPL_clkTransAtPathRegs_ps=60
export IMPL_preCtsSetupSlack_ps=1730
export IMPL_async_flop_share=0.970
export IMPL_finalNonFillerCells=246
export IMPL_yosysTopAreaCellShare=0.472
export IMPL_rr_worst_depth=5
export IMPL_portBuffers=4
export IMPL_fin_skew_ps=3.17
export IMPL_design_core_area_um2=5470
export IMPL_net_switching_power_uw=159
export IMPL_total_area_of_sequential_cells_um2=831
export IMPL_internal_power_uw=450
export IMPL_dieArea_um2=5960
export IMPL_maxSlewHeadroom=0.657
export IMPL_post_route_drc_count=0
export IMPL_area_growth_pct=11.9
export IMPL_finalMaxSlewViolations=0
export IMPL_grt_setup_unrepaired="no"
export IMPL_seq_area_frac_synth=0.490
export IMPL_synthFlopType="sky130_fd_sc_hd__dfrtp_1"
export IMPL_startpoint_type="primary input"
export IMPL_hold_violations=0
export IMPL_clock_sink_count=33
export IMPL_ant_nets=0
export IMPL_final_worst_setup_slack_ps=2030
export IMPL_critical_path_cell_chain="clkdlybuf4s50_1 -> nor4b_1 -> a221oi_1 -> nor4_1 -> and3_1"
export IMPL_dpl_cell_count=238
export IMPL_yosysWarningCount=1
export IMPL_gpl_final_weighted_congestion=0.811
export IMPL_yosys_synthesis_chip_area_um2=1700
export IMPL_power_switching_share=0.262
export IMPL_worst_setup_path_startpoint="sl[0]"
export IMPL_tightestPinTransition_ps=510
export IMPL_largest_net_degree_at_the_start_of_global_routing=34
export IMPL_grt_antenna_before_repair=0
export IMPL_synth_cells=163
export IMPL_hold_class="flop to flop"
export IMPL_grtUsageTotal=0.113
export IMPL_h_tree_depth=2
export IMPL_hold_ws_ps=478
export IMPL_comb_power_share=0.123
export IMPL_timing_fmax_ghz=0.388
export IMPL_grt_pass1_wl_um=5320
export IMPL_top_area_cell="sky130_fd_sc_hd__dfrtp_1"
export IMPL_cts_tree="yes"
export IMPL_synthMostInstantiatedCell="sky130_fd_sc_hd__dfrtp_1"
export IMPL_drt_pass1_iter_count=4
export IMPL_leading_cell_types_by_total_area_after_synthesis="sky130_fd_sc_hd__dfrtp_1, sky130_fd_sc_hd__xnor2_1, sky130_fd_sc_hd__xor2_1, sky130_fd_sc_hd__nand3_1, sky130_fd_sc_hd__nand2_1"
export IMPL_synth_area_per_cell_um2=10.4
export IMPL_final_fill_count=567
export IMPL_floorplan_rows=27
export IMPL_via_per_instance_ratio=4.75
export IMPL_setup_worst_path_end_class="flop"
export IMPL_initial_drc_count=119
export IMPL_cts_hold_buffers=0
export IMPL_cts_root_buffer="sky130_fd_sc_hd__clkbuf_8"
export IMPL_clk_latency_ps=280
export IMPL_detail_route_wirelength_um=2980
export IMPL_p_leak_nw=0.832
export IMPL_die_w_um=77.2
export IMPL_worst_ep_arrival_time_ps=2570
export IMPL_whs_path_depth=1
export IMPL_route_detailed_wl_per_inst_um=12.1
export IMPL_fin_crit_sh=0.560
export IMPL_yosys_stat_cells=163
export IMPL_cts_resized=0
export IMPL_design_portCount=5
export IMPL_number_of_clock_buffers_inserted_by_tritoncts=5
export IMPL_vdd_ir_drop_max_mv=0.140
export IMPL_worst_r2r_startpoint="q[6]$_DFFE_PP0P_"
export IMPL_clock_path_buffers=2
export IMPL_enable_flop_cells=1
==> critical path: cells and delay by family <==
| family | cells | cell delay (ps) |
|---|---|---|
| compound gates | 1 | 160 |
| buf+inv | 1 | 470 |
| simple gates | 3 | 1030 |
==> routing by layer <==
layer / track usage / part of all wire / vias up
met3: 0.0242 / 0.033 / 8
met1: 0.195 / 0.53 / 553
met2: 0.147 / 0.42 / 13
met4: 0.0208 / 0.023 / 0
li1: - / - / 594
met5: 0 / 0 / -
==> worst paths after layout <==
kind | end | slack (ps)
worst max-delay path | clk$_DFFE_PP_ | 2030
worst min-delay path | q[31]$_DFFE_PP0P_ | 480
worst max register to register | q[25]$_DFFE_PP0P_ | 2460
worst min register to register | q[31]$_DFFE_PP0P_ | 480
max in group asynchronous | q[19]$_DFFE_PP0P_ | 3270
min in group asynchronous | q[13]$_DFFE_PP0P_ | 1030
==> area by class of cell <==
class                           instances  area share
Clock buffer                            8      0.0422
Inverter                                6      0.0119
Multi-Input combinational cell        122       0.435
Sequential cell                        33       0.438
Tap cell                               72      0.0475
Timing Repair Buffer                    5      0.0251
==> sequential cells by signal (all words and copies together) (netlist names) <==
signal and cells:
clk 1, q 32
==> power by group through the flow <==
stage	logic (mW)	registers [mW]	clock network (mW)
6_report	0.0750	0.330	0.204
5_1_grt	0.0878	0.333	0.227
4_1_cts	0.0753	0.330	0.212
==> kinds of logic (layout without fill, tap and decap cells) <==
group                    Yosys count  after routing  share of synthesized area
AND/OR/NAND/NOR                   84             84                      0.286
flip-flops                        33             33                      0.490
XOR/XNOR                          28             28                      0.145
buffers and inverters              8             19                     0.0229
AND-OR/OR-AND                      5              5                     0.0207
adder cells (fa/ha/maj)            4              4                     0.0295
multiplexers                       1              1                    0.00664
==> per-stage QoR <==
step                      cell area [um2]   util
final                                1900  0.347
after global routing                 1900  0.347
after CTS                            1900  0.347
after global placement               1820  0.332
after floorplan                      1700      -
after detailed placement             1820  0.332
==> cells in the final DEF, fill, tap and decap left out, types with 3 or more instances in the layout <==
master / synthesis / layout
sky130_fd_sc_hd__clkbuf_1: 0 / 3
sky130_fd_sc_hd__nand2_1: 15 / 15
sky130_fd_sc_hd__xor2_1: 9 / 9
sky130_fd_sc_hd__ha_1: 4 / 4
sky130_fd_sc_hd__nand3_1: 12 / 12
sky130_fd_sc_hd__xnor2_1: 19 / 19
sky130_fd_sc_hd__dfrtp_1: 32 / 32
sky130_fd_sc_hd__and3_1: 6 / 6
sky130_fd_sc_hd__nor3_1: 3 / 3
sky130_fd_sc_hd__nor2_1: 13 / 13
sky130_fd_sc_hd__nor2_2: 3 / 3
sky130_fd_sc_hd__clkbuf_8: 0 / 5
sky130_fd_sc_hd__nand4_1: 7 / 7
sky130_fd_sc_hd__nor4_1: 8 / 8
sky130_fd_sc_hd__clkdlybuf4s50_1: 0 / 4
sky130_fd_sc_hd__inv_1: 6 / 6
Power is estimated from default activity; no workload was simulated.
