<file path="/design/flow/config.mk">
export PLATFORM = sky130hd
export DESIGN_NAME = clock
export DESIGN_NICKNAME = clock
export VERILOG_FILES = /design/flow/design.v
export SDC_FILE = /design/flow/constraint.sdc
export NUM_CORES = 4
export LEC_CHECK = 1
export CORE_UTILIZATION = 40
</file>
<file path="/design/flow/constraint.sdc">
current_design clock

set clk_period 2.8
set clk_io_pct 0.2

create_clock -name clk0 -period $clk_period [get_ports {CLOCK_50}]

set non_clock_inputs [all_inputs -no_clocks]
set_input_delay [expr $clk_period * $clk_io_pct] -clock clk0 $non_clock_inputs
set_output_delay [expr $clk_period * $clk_io_pct] -clock clk0 [all_outputs]
</file>
<file path="/design/flow/design.v">
module clock( CLOCK_50,clk,rst, sl);
input CLOCK_50,rst;
input [1:0]sl;
output clk;
reg clk= 1'b0;
integer q=0;
always @(posedge CLOCK_50 or posedge rst) 
begin
if (rst==1) 
	 begin
	    q <=0;
	 end
else  
	begin
	  if(sl == 2'b00)
	    begin
	       q<=q+1;
	       if(q==50)
	       begin
	        q<=0;
	        clk <= ~clk;
	       end
	    end
	  else if(sl == 2'b01)
	    begin
	      q<=q+1;
	       if(q==100)
	       begin
	        q<=0;
	        clk <= ~clk;
	       end
	    end 
	   else if(sl == 2'b10)
	    begin
	      q<=q+1;
	       if(q==5)
	       begin
	        q<=0;
	        clk <= ~clk;
	       end
	    end 
	end 
end
endmodule
</file>
<file path="/design/flow/run.sh">
#!/bin/bash
# OpenROAD 26Q1-2900-gdf79404cd8, Yosys 0.63+post, stock flow scripts
make -C /OpenROAD-flow-scripts/flow DESIGN_CONFIG=/design/flow/config.mk WORK_HOME=/design/flow/orfs finish
</file>
==> impl_metrics.csv <==
group,metric,value,unit
grt,grt_pass1_vias,1193,
final_timing,finalSetupTns,0,ps
yosys,ys_seq_elements,33,
yosys,top_cells_by_area,"dfrtp_1 (47%), xnor2_1 (9.8%), xor2_1 (4.6%)",
critical_path,path_delay_family,"simple AND/OR/NAND/NOR gates",
placement,place.gp.congestion,0.792,
cells_and_area,seq_area,831,µm²
grt,antenna_found_initial,0,
yosys,ys_warn_count,1,
placement,io_buffers,4,
placement,dp_hpwl,2210,µm
yosys,ys_cells,163,
clocking,cts_tree,"built",
cells_and_area,logic_area,826,µm²
die,die_area,4500,µm²
final_timing,finalHoldViolCount,0,
job,maxCapViolations,0,
detailed_routing,highest_layer,"met4",
detailed_routing,drt_iter0_markers,68,
critical_path,cp_max_fo,5,
yosys,ys_types,35,
power,finalPower,0.00103,W
critical_path,crit_type,"input port to flop",
job,tool_warnings,28,
critical_path,worstSetupStartpointType,"input port",
detailed_routing,antenna_cells,0,
die,chipHeight,67.1,µm
yosys,top_area_cell,"dfrtp_1",
cells_and_area,fill_cells,366,
yosys,yosysChipArea,1700,µm²
power,leakagePower,0.837,nW
clocking,postCtsSetupBuffers,0,
clocking,cts-buffers-inserted,5,
yosys,edf_count,1,
grt,grt_max_degree,33,
detailed_routing,vias,1178,
final_timing,period_used_share,0.796,
die,io_pins,5,
final_timing,setup_viol,0,
clocking,hold_buffers,0,
yosys,yosysMostFrequentCell,"dfrtp_1",
die,fp_util,0.421,
yosys,syn_inst,163,
die,die_width,67.1,µm
clocking,h-tree-depth,2,
cells_and_area,area_growth,10.6,%
clocking,cts_resized,0,
min_path,hp-class,"flop to flop",
critical_path,crit_chain,"clkdlybuf4s50_1 -> nor4b_1 -> a221oi_1 -> nor4_1 -> and3_1",
grt,grt_overflow,0,
status,status,"complete, no violations",
clocking,clock-sinks,33,
die,core,4030,µm²
detailed_routing,drcViolationCount,0,
final_timing,slew_headroom,0.608,
detailed_routing,wl_met2,1290,µm
grt,grt_first_pass_wirelength,5480,µm
final_timing,slew_violations,0,
cells_and_area,drive_above_1_share,0.110,
critical_path,cp.required,2810,ps
final_timing,fin_skew,6.55,ps
critical_path,crit_arrival,2240,ps
yosys,async_flop_share,0.970,
detailed_routing,wl_met3,85,µm
detailed_routing,first_pass_iters,4,
die,rows,23,
detailed_routing,ant_nets,0,
clocking,clock-root-buffer,"clkbuf_8",
final_timing,layout_min_cycle_time,2230,ps
yosys,common_cells,"dfrtp_1 (32), xnor2_1 (19), nand2_1 (15)",
detailed_routing,met1_length,1700,µm
final_timing,hold_slack,478,ps
critical_path,crit_slowest_cell,"nor4_1",
yosys,ys_seq_frac,0.490,
clocking,clk-insertion-delay-late,290,ps
detailed_routing,drt_wl_total,3130,µm
critical_path,endpoint_kind,"flop",
clocking,clkTransAtPathRegs,70,ps
final_timing,rsz0062_at_grt,"no",
power,ir_drop,0.000294,V
cells_and_area,finalCoreUtilization,0.466,
grt,grt.total_usage,0.164,
final_timing,worst_slew_pin_slew,583,ps
final_timing,fmax,449,MHz
power,pwr_density_cell,548,nW/µm²
yosys,synth_area,1700,µm²
critical_path,slowest_delay,550,ps
clocking,cts_buffer_depth,2,
yosys,ff_type,"dfrtp_1",
yosys,avgSynthCellArea,10.4,µm²
yosys,top_cell_area_share,0.472,
critical_path,cp.buffers_inverters,1,
detailed_routing,wl_per_cell,14.0,µm
detailed_routing,viasPerCell,5.28,
-- cell usage in the layout (no fill, tap or decap), types with 3 or more instances in the layout --
| cell type | synthesis | routed |
|---|---|---|
| nor2_2 | 3 | 3 |
| clkbuf_8 | 0 | 6 |
| xor2_1 | 9 | 9 |
| clkdlybuf4s50_1 | 0 | 4 |
| ha_1 | 4 | 4 |
| nand4_1 | 7 | 7 |
| nand2_1 | 15 | 15 |
| nand3_1 | 12 | 12 |
| nor2_1 | 13 | 13 |
| xnor2_1 | 19 | 19 |
| dfrtp_1 | 32 | 32 |
| inv_1 | 6 | 6 |
| nor4_1 | 8 | 8 |
| nor3_1 | 3 | 3 |
| and3_1 | 6 | 6 |
-- kinds of logic after synthesis --
| family | after synthesis | share of synthesized area |
|---|---|---|
| and+or+nand+nor | 84 | 0.286 |
| DFF | 33 | 0.490 |
| xor gates and xnor gates | 28 | 0.145 |
| buffers and inverters | 8 | 0.0229 |
| AOI/OAI and AO/OA | 5 | 0.0207 |
| adders and majority gates | 4 | 0.0295 |
| muxes | 1 | 0.00664 |
-- worst reg2reg max path, delay by kind of cell (launching register included) --
kind                     cells  cell delay, ps
adder cells (fa/ha/maj)      1             180
AND/OR/NAND/NOR              3            1040
buffers and inverters        1             120
flip-flops                   1             410
AND-OR/OR-AND                1             160
-- stage by stage --
step	setup slack [ps]	instances	area, µm²
2_1_floorplan	872	163	1700
3_3_place_gp	370	216	1790
3_5_place_dp	307	216	1790
4_1_cts	584	223	1880
5_1_grt	363	223	1880
6_report	572	223	1880
-- path summary, 6_finish.rpt --
check | depth (start not counted) | slack, ps | from | end
max reg2reg | 6 | 610 | q[1] | clk
max | 5 | 570 | sl[0] | clk
min reg2reg | 1 | 480 | q[31] | q[31]
min in group asynchronous | 3 | 680 | rst | q[0]
min | 1 | 480 | q[31] | q[31]
max in group asynchronous | 3 | 1820 | rst | q[8]
-- routing by layer --
layer,global-route usage,vias to the layer above
met4,0.0266,0
li1,-,595
met5,0,-
met1,0.279,561
met3,0.0330,8
met2,0.225,14
-- power by group --
| group | total (W) | internal [W] | switching [W] |
|---|---|---|---|
| registers | 0.000545 | 0.000506 | 0.0000389 |
| clock network | 0.000356 | 0.000195 | 0.000162 |
| logic | 0.000127 | 0.0000579 | 0.0000689 |
-- sequential cells by signal, indices dropped and copies added, names as in the netlist --
signal  flops
q          32
clk         1
-- cell type report --
| class | instances | area share |
|---|---|---|
| sequential | 33 | 0.443 |
| multi-input combinational | 122 | 0.440 |
| clock buffer | 7 | 0.0460 |
| tap | 50 | 0.0334 |
| timing repair buffer | 5 | 0.0254 |
| inverter | 6 | 0.0120 |
Power figures rest on the tool's default switching activity, not on a simulated workload.
