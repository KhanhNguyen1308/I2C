==> /design/flow/design.v <==
module I2C_master(clk, rst, e_bits, data_rd,SCL, SDA);
    input clk;
    inout SDA;
    output SCL;
    output reg [7:0]data_rd = 8'b00000000;
    input rst;
    input [7:0]e_bits;
    parameter slave_addr = 7'b1010101;
    reg ack_bit = 1;
    reg scl_en;
    reg sda_set = 0;
    reg [3:0]state = 0;
    reg [3:0]state_slave = 0;
    reg [3:0]count = 0, count_slave = 0;
    reg sda;
    reg [1:0]count_rx = 0;
    reg [7:0]data_wr = 8'b00000000;
    reg [7:0]bit_slave_rc = 8'b00000000;
    reg [7:0]data_tx = 8'b00000000;
    assign SCL = scl_en?~clk:1;
    assign SDA = sda_set?1'bZ:sda;
    I2C_slave s1(SDA,SCL);
    always @(negedge SDA)begin
      if(~SDA & SCL)begin
        state_slave <= 0; 
      end
    end
    always @(negedge SCL)begin
        case(state_slave)
            0:begin 
              count_slave <= 7;
              state_slave <= 1;
            end
            1:begin
                bit_slave_rc[count_slave]<=SDA;
                if(count_slave == 0 ) begin
                    if(slave_addr[6:0] == bit_slave_rc[7:1]) begin
                        ack_bit <= 0;
                        state_slave <= 2;
                    end else begin
                        ack_bit <= 1;
                        state_slave <= 2;
                    end
                end
                else count_slave = count_slave - 1;
            end
            2:begin
                if (ack_bit == 0) begin
                        if (bit_slave_rc[0] == 0) begin
                            state_slave <= 3;
                            count_rx <= count_rx + 1;
                            ack_bit <= 1;
                            count_slave <= 7;
                        end else begin
                            state_slave <= 4;
                            count_rx <= count_rx + 1;
                            ack_bit <= 1;
                            count_slave <= 6;
                        end
                    end else begin
                      state_slave <= 6;
                    end
            end
            3:begin
              data_wr[count_slave] <=  SDA;
              if(count_slave == 0)begin
                ack_bit <= 0;
                if(count_rx == 1)begin
                  ack_bit <= 1;
                  state_slave <= 2;
                end else begin
                  ack_bit <= 1;
                  state_slave <= 2;
                end
              end else count_slave = count_slave - 1;
            end
            4:begin
              sda <= data_tx[count_slave];
              if(count_slave == 0)begin
                if(count_rx == 1)state_slave <= 7;
                else begin
                  ack_bit <= 1;
                  state_slave <= 6;
                end
              end else count_slave = count_slave - 1;
            end
            5:begin
              if(count_rx == 1) begin
                if (bit_slave_rc[0] == 0)state_slave <= 2;
                else state_slave <= 4;
              end
              else begin
                state_slave <= 6;
              end
            end
            7:begin
              ack_bit <= 0;
              state_slave <= 2;
            end
            6:begin
              count_slave <= 7;
            end
        endcase
    end
    always@(negedge clk or posedge rst) begin
        if (rst==1)begin
            scl_en <= 0;
            sda_set <= 0;
        end else begin
            if((state == 0) || (state == 1) || (state == 9)) begin
                scl_en <= 0;
            end
            else begin
                scl_en <= 1;
            end
        end
    end
    always @(posedge rst or posedge clk) begin
        if(rst==1)begin
            state <= 0;
            count_rx <= 0;
            sda <= 1;
            sda_set <= 0;
        end
        else begin
            case(state)
                0:begin 
                    sda <= 1;
                    count_rx <= 0;
                    sda_set <= 0;
                    state <= 1;
                end
                1:begin 
                    sda <= 0;
                    state <= 2;
                    count <= 7;
                end
                2:begin 
                    sda <= e_bits[count];
                    if(count == 0) begin
                        state <= 3;
                    end else count = count - 1;
                end
                3:begin  
                    sda_set <= 1;
                    state <= 4;
                end
                4:begin  
                    if (SDA == 0) begin
                        if (e_bits[0] == 0) begin
                            state <= 5;
                            sda_set <= 0;
                            count <= 6;
                            sda <= e_bits[7];
                        end else begin
                            state <= 6;
                            sda_set <= 1;
                            count <= 7;
                        end
                    end else begin
                      state <= 9;
                      sda_set <= 0;
                      sda <= 1;
                    end
                end
                5:begin 
                    sda <= e_bits[count];
                    if(count == 0) begin
                        state <= 3;
                    end else count = count - 1;
                end
                6:begin 
                    data_rd[count] <= SDA;
                    if(count == 0) begin
                        state <= 4;
                    end else count = count - 1;
                end
                7:begin
                  state <= 8;
                  sda_set <= 1;
                end
                8:begin
                    if (SDA == 0) begin
                        sda_set <= 0;
                        state <= 4;
                    end else begin
                        sda_set <= 0;
                        state <= 9;
                    end
                end
                9:begin
                    sda <= 1;
                    state <= 0;
                end
            endcase
        end
    end
endmodule
module I2C_slave(SDA, SCL, data_wr);
    inout SDA;
    input SCL;
    output reg [7:0]data_wr = 8'b00000000;
    reg sda_set = 0;
    reg sda;
    reg ack_bit;
    reg [1:0]count_rx = 0;
    reg [3:0]count_slave;
    reg [3:0]state_slave;
    reg [7:0]bit_slave_rc;
    assign SDA = sda_set?sda:1'bZ;
    parameter slave_addr = 7'b1010101;
    parameter data_tx = 8'b11010101;
    always @(negedge SDA)begin
      if(~SDA & SCL)begin
        sda_set <= 0;
        state_slave <= 0;
        count_slave <= 8;
      end
    end
    always @(negedge SCL)begin
        case(state_slave)
            0:begin 
              sda_set <= 0;
              count_slave <= 7;
              state_slave <= 1;
            end
            1:begin
                bit_slave_rc[count_slave]<=SDA;
                if(count_slave == 0 ) begin
                    if(slave_addr[6:0] == bit_slave_rc[7:1]) begin
                        sda_set <= 1;
                        sda <= 0;
                        ack_bit <= 0;
                        state_slave <= 2;
                    end else begin
                        sda_set <= 1;
                        sda <= 1;
                        ack_bit <= 1;
                        state_slave <= 2;
                    end
                end
                else count_slave = count_slave - 1;
            end
            2:begin
                if (ack_bit == 0) begin
                        if (bit_slave_rc[0] == 0) begin
                            state_slave <= 3;
                            count_rx <= count_rx + 1;
                            sda_set <= 0;
                            ack_bit <= 1;
                            count_slave <= 7;
                        end else begin
                            state_slave <= 4;
                            count_rx <= count_rx + 1;
                            sda_set <= 1;
                            ack_bit <= 1;
                            sda <= data_tx[7];
                            count_slave <= 6;
                        end
                    end 
                    else begin
                      sda_set <= 0;
                      state_slave <= 6;
                    end
            end
            3:begin
              data_wr[count_slave] <=  SDA;  
              if(count_slave == 0)begin
                ack_bit <= 0;
                sda_set <= 1;
                if(count_rx == 1)sda<= 0;
                else sda <= 1;
                state_slave <= 2;
              end else count_slave = count_slave - 1;
            end
            4:begin  
              sda <= data_tx[count_slave];
              if(count_slave == 0)begin
                if(count_rx == 1)ack_bit <= 0;
                else ack_bit <= 1;
                state_slave <= 7;
              end else count_slave = count_slave - 1;
            end
            5:begin
              sda_set <= 0;
              if(count_rx == 1) begin
                sda_set <= 0;
                state_slave <= 2;
              end
              else begin
                state_slave <= 6;
              end
            end
            7:begin
              if(ack_bit == 0) sda <= 0;
              else sda <= 1;
              state_slave <= 2;
            end
            6:begin
              sda_set <= 0;
              count_slave <= 7;
            end
        endcase
    end
endmodule
==> /design/flow/run.sh <==
#!/bin/bash
# OpenROAD 26Q1-2900-gdf79404cd8, Yosys 0.63+post, stock flow scripts
make -C /OpenROAD-flow-scripts/flow DESIGN_CONFIG=/design/flow/config.mk WORK_HOME=/design/flow/orfs finish
==> /design/flow/config.mk <==
export PLATFORM = sky130hd
export DESIGN_NAME = I2C_master
export DESIGN_NICKNAME = I2C_master
export VERILOG_FILES = /design/flow/design.v
export SDC_FILE = /design/flow/constraint.sdc
export NUM_CORES = 4
export LEC_CHECK = 1
export CORE_AREA = 10 10 90 90
export DIE_AREA = 0 0 100 100
==> /design/flow/constraint.sdc <==
current_design I2C_master

set clk_period 2.6
set clk_io_pct 0.2

create_clock -name clk0 -period $clk_period [get_ports {SDA}]
create_clock -name clk1 -period $clk_period [get_ports {clk}]

set non_clock_inputs [all_inputs -no_clocks]
set_input_delay [expr $clk_period * $clk_io_pct] -clock clk0 $non_clock_inputs
set_output_delay [expr $clk_period * $clk_io_pct] -clock clk0 [all_outputs]
==> impl_metrics.yaml <==
# yosys + openroad results
timing:
  hold_violations: 0
  finalWorstSetupSlack_ns: -0.1421
  relSlewSlack_pct: 61.33
  rsz0062_at_grt: "yes"
  hold_slack_ns: 0.4257
  tightest_slew_ns: 0.5756
  clock_skew_ns: 0.03016
  drv_slew: 0
  final-setup-viol-count: 2
placement:
  hpwl_um: 1444
  finalWeightedCongestion: 0.7782
  port_buffers: 11
  pre_cts_slack_ns: -0.006920
  dp.cells: 184
route:
  n_antenna_cell: 0
  wl_um: 2093
  drc: 0
  vias: 769
  avgRoutedWirePerCell_um: 10.96
  drtPass1Iterations: 4
  via_per_inst: 4.026
  drt-initial-drc-count: 70
  ant_nets: 0
clocking:
  hold_buffers: 0
  path_clk_slew_ns: 0.07
  cts_tree: "built"
setup_path:
  cp.buffers_inverters: 1
  crit_family: "flip-flops"
  cp.arrival_ns: 2.22
  required_ns: 2.08
  crit_chain: "nand2_1, buf_2"
  cp_max_fo: 1
  critical_path_class: "flop to primary output"
  slowest_delay_ns: 0.39
  crit_slowest_cell: "dfrtn_1"
  cp-end-kind: "primary output"
  start_kind: "flop"
status:
  status: "finished with violations"
  failed_checks: "negative setup slack"
final_layout:
  fin_util_pct: 20.99
  areaGrowthSynthToFinish_pct: 26.11
  stdcell_count: 191
  final_cell_mix: "13 x nand2_1, 12 x edfxtp_1, 10 x clkdlybuf4s50_1"
  lay_top_count: "nand2_1"
  fillers: 681
  layout-drive-gt1-share_pct: 13.16
pwr:
  vdd_drop_max_v: 0.0004715
  switching_share_pct: 32.51
  p_leak_nw: 0.4964
  power_w: 0.001122
  p_sw_w: 0.0003648
  clkPwrFrac_pct: 29.9
  power_density_nw_per_um2: 851.7
  p_int_w: 0.0007573
  seqPwrFrac_pct: 40.6
  comb_power_share_pct: 29.5
job:
  warning_count: 43
  drv_cap: 0
floorplanning:
  initial_utilization_pct: 16.64
  fp.dieH_um: 100
  design.core.area_sq_um: 6277
  die.size.x_um: 100
  ios: 20
  rows: 29
  die_area_sq_um: 10000
synth:
  synth-edff-count: 12
  synth_top_area_share_pct: 34.49
  yosysWarnings: 38
  ys.flop_type: "edfxtp_1"
  yosysCellCount: 100
  synth_cells: 100
  yosys_area_sq_um: 1045
  top_area_cell: "edfxtp_1"
  ys_async_sr_fraction_pct: 29.41
  synth_flops: 17
  ys_top_cells_by_area: "edfxtp_1 34%, dfrtp_1 9.6%, ha_1 6.0%"
  syn_avg_cell_area_sq_um: 10.45
  ys_types: 42
  synth-seq-area-share_pct: 46.47
  mappedNetlistArea_sq_um: 1045
grt:
  grt_first_pass_wirelength_um: 3608
  grt_max_degree: 13
  gr-total-overflow: 0
  grt_pass1_vias: 768
  grt_usage_pct: 4.296
  antenna_found_initial: 0
min_path:
  hold_path.class: "input port to asynchronous set/reset pin"
[cell type report]
| type | count | area (sq um) | share of cell area (%) |
|---|---|---|---|
| multi-input combinational | 68 | 490.5 | 37.23 |
| sequential | 17 | 485.5 | 36.85 |
| timing repair buffer | 13 | 122.6 | 9.307 |
| tap | 77 | 96.34 | 7.312 |
| clock buffer | 7 | 87.58 | 6.648 |
| inverter | 8 | 30.03 | 2.279 |
| clock inverter | 1 | 5.005 | 0.3799 |
[flip-flops by register name, summed over array words and instances, names as in the netlist]
name,flops
state,4
count,4
scl_en,1
data_rd,8
[power groups by stage]
stage     Sequential, W  Combinational [W]  Clock (W)
4_1_cts        0.000455           0.000334   0.000352
6_report       0.000456           0.000331   0.000336
5_1_grt        0.000474           0.000372   0.000371
[Yosys cell counts, drive strengths merged, types with 2 or more instances]
library cell	number
dfrtp	4
a22o	2
clkbuf	4
nand2	13
nor4b	2
and2	2
edfxtp	12
o21a	6
inv	8
nor3	2
xor2	2
nor2	2
a21oi	2
a22oi	2
ha	5
nor2b	4
a31oi	4
buf	3
[worst register-to-register path: stages (launching register included)]
cell and delay [ns]:
dfrtp_1 0.47, inv_1 0.18, o21ai_0 0.10
[metrics by stage]
stage | cell area [sq um] | TNS [ns]
3_5_place_dp | 1235 | -0.006920
4_1_cts | 1318 | -0.1600
6_report | 1318 | -0.1421
2_1_floorplan | 1045 | 0
3_3_place_gp | 1235 | -0.01061
5_1_grt | 1318 | -0.1953
[cells by family (layout without fill, tap and decap cells)]
logic type,count (synthesis),count (layout),synth area share [%]
simple gates,34,34,18.68
compound gates,24,24,18.32
flops,17,17,46.47
buf+inv,15,29,6.586
fa+ha+maj,5,5,5.988
xor+xnor,3,3,2.515
other cells,1,1,0.3589
mux,1,1,1.078
[path summary, 6_finish.rpt]
check	start	slack [ns]	depth (start not counted)	end
setup / recovery	scl_en	-0.14	2	SCL
hold / removal	rst	0.43	2	state[1]
setup reg to reg	state[3]	0.43	2	scl_en
hold reg to reg	data_rd[0]	0.56	1	data_rd[0]
max in group clk1	state[3]	0.43	2	scl_en
max in group asynchronous	rst	0.81	2	scl_en
min in group clk1	data_rd[0]	0.56	1	data_rd[0]
min in group clk0	clk	0.86	4	SCL
[metal layers]
layer / GRT usage, % / part of all wire (%)
met2: 5.127 / 41
met1: 6.255 / 45
met4: 1.413 / 1.8
met3: 2.429 / 12
met5: 0 / 0
[repair_timing]
action,CTS,global route
gates resized,3,0
pin swaps,0,0
buffers inserted,0,0
setup endpoints to repair,2,2
Power and IR drop assume default switching activity.
